==> design/flow/design.v <==
module alu(input signed [63:0]a, input signed [63:0]b, input [9:0]alu_op, output reg [63:0]alu_result);
localparam ALU_AND = 10'd7;
localparam ALU_OR = 10'd6;
localparam ALU_XOR = 10'd4;
localparam ALU_ADD = 10'd0;
localparam ALU_SUB = 10'd256;
localparam ALU_SLT = 10'd2;
localparam ALU_SLTU = 10'd3;
localparam ALU_SLL = 10'd1;
localparam ALU_SRL = 10'd5;
localparam ALU_SRA = 10'd261;
localparam ALU_ELSE = 10'd10;
wire signed [63:0]add;   
wire signed [63:0]sub;   
reg addEN = 0;  
KoggeStone aluKOGGADD(a,b,add);
KoggeStone aluKOGGSUB(a,(~b+1),sub);
always@(*) begin    
    case (alu_op)
        ALU_AND:
        alu_result = a & b;
        ALU_OR:
        alu_result = a | b;
        ALU_XOR:
        alu_result = a ^ b;
        ALU_ADD: begin
        addEN = 1;
        alu_result = add;
        end
        ALU_SUB: begin
        addEN = 1;
        alu_result = sub;
        end
        ALU_SLT:
        alu_result = ($signed(a)<$signed(b)) ? 1:0;
        ALU_SLTU:
        alu_result = (a<b) ? 1:0;
        ALU_SLL:
        alu_result = a<<b;
        ALU_SRL:
        alu_result = a>>b;
        ALU_SRA:
        alu_result = a>>>b;
        default: 
        alu_result = 0;
    endcase
end
endmodule
module Amux(input [63:0]pc, input [63:0]rs1, input a_sel, output [63:0]out1);  
assign out1 = (a_sel) ? pc:rs1;
endmodule
module Bmux(input [63:0]rs2, input [63:0]imm, input b_sel, output [63:0]out1);  
assign out1 = (b_sel) ? rs2:imm;
endmodule
module brCMP(input [63:0]rs1, input [2:0]br_cond, input [63:0]rs2, output br_taken);  
localparam BR_EQ = 3'd0;
localparam BR_NEQ = 3'd1;
localparam BR_LT = 3'd4;
localparam BR_GE = 3'd5;
localparam BR_LTU = 3'd6;
localparam BR_GEU = 3'd7;
reg take; 
reg [63:0] inrs1;
reg [63:0] inrs2;
always@(*) begin  
    case (br_cond) 
    BR_EQ:
    take = (rs1==rs2) ? 1:0;
    BR_NEQ: 
    take = (rs1==rs2) ? 0:1;
    BR_LT: 
    take = ($signed(rs1) < $signed(rs2));
    BR_GE: 
    take = ($signed(rs1) >= $signed(rs2));
    BR_LTU: 
    take = (rs1<rs2) ? 1:0;
    BR_GEU:
    take = (rs1>=rs2) ? 1:0;
    default:
    take = 0;
    endcase 
end
assign br_taken = take;  
endmodule 
module KoggeStone(input [63:0]a, input [63:0] b, output [63:0]fin);  
wire [63:0]p,g;
wire [63:0]p1,g1;
wire [63:0]p2,g2;
wire [63:0]p3,g3;
wire [63:0]p4,g4;
wire [63:0]p5,g5;
wire [63:0]p6,g6;
genvar i;
generate
for(i = 0; i<64; i=i+1) begin     
assign g[i] = a[i]&b[i];
assign p[i] = a[i]^b[i];
end
endgenerate
   assign p1[0] = p[0];
   assign g1[0] = g[0];
generate
   for(i = 1; i<64; i = i+1) begin   
    assign p1[i] = p[i] & p[i-1];
    assign g1[i] = (p[i] & g[i-1]) | g[i];
   end                                        
endgenerate
        generate
            for(i = 0; i<2; i = i+1) begin   
                assign p2[i] = p1[i];
                assign g2[i] = g1[i];
             end   
        endgenerate
        generate
            for(i = 2; i<64; i = i+1)begin   
            assign p2[i] = p1[i] & p1[i-2];
            assign g2[i] = (p1[i] & g1[i-2]) | g1[i];
            end              
        endgenerate
            generate
                for(i = 0; i<4; i = i+1)begin   
                        assign p3[i] = p2[i];
                        assign g3[i] = g2[i];
                    end   
            endgenerate
            generate
                for(i = 4; i<64; i = i+1)begin   
                    assign p3[i] = p2[i] & p2[i-4];
                    assign g3[i] = (p2[i] & g2[i-4]) | g2[i];
                    end              
            endgenerate
                generate
                    for(i = 0; i<8; i = i+1)begin   
                        assign p4[i] = p3[i];
                        assign g4[i] = g3[i];
                    end    
                endgenerate
                generate
                    for(i = 8; i<64; i = i+1)begin   
                        assign p4[i] = p3[i] & p3[i-8];
                        assign g4[i] = (p3[i] & g3[i-8]) | g3[i];
                        end              
                endgenerate
                    generate
                        for(i = 0; i<16; i = i+1)begin   
                            assign p5[i] = p4[i];
                            assign g5[i] = g4[i];
                        end    
                    endgenerate
                    generate
                        for(i = 16; i<64; i = i+1)begin   
                            assign p5[i] = p4[i] & p4[i-16];
                            assign g5[i] = (p4[i] & g4[i-16]) | g4[i];
                            end              
                    endgenerate
                        generate
                            for(i = 0; i<32; i = i+1)begin   
                                    assign p6[i] = p5[i];
                                    assign g6[i] = g5[i];
                                end    
                        endgenerate
                        generate
                            for(i = 32; i<64; i = i+1)begin   
                                assign p6[i] = p5[i] & p5[i-32];
                                assign g6[i] = (p5[i] & g5[i-32]) | g5[i];
                                end              
                        endgenerate
assign fin[0] = p[0];
generate                   
for(i = 1; i<64; i = i+1)begin
assign fin[i] = p[i] ^ g6[i-1];
end
endgenerate
endmodule
module PC_MUX(input [63:0]pc_added_4, input [63:0]alu_result, input [1:0]pc_sel, output reg [63:0]pc_result);
localparam PC_PLUS_4 = 2'd1;
localparam PC_ALU = 2'd0;
always @(*) begin  
    case (pc_sel)
    PC_PLUS_4:
    pc_result = pc_added_4;
    PC_ALU:
    pc_result = alu_result;
    default:
    pc_result = pc_added_4;
    endcase 
end
endmodule
module WB_MUX(input [63:0]pc_added_4, input [63:0]alu_result, input [63:0]mem, input [2:0]wb_sel, output wire [63:0]wb_out);  
localparam WB_ALU = 3'd2;
localparam WB_PC = 3'd1;
localparam WB_MEM = 3'd0;
assign wb_out = (wb_sel == WB_PC)  ? pc_added_4 :  (wb_sel == WB_ALU) ? alu_result :(wb_sel == WB_MEM) ? mem : 64'd0;
endmodule
module pcAdd4Mux(input wr_en, input [63:0]cur_pc, output reg [63:0]next_pc);  
wire [63:0]outAdd;
localparam four = 64'd4;
KoggeStone pcP4(cur_pc, four, outAdd);  
always @(*) begin
    if (wr_en) 
    next_pc = outAdd;
    else
    next_pc = cur_pc;
end
endmodule
==> design/flow/run.sh <==
#!/bin/bash
# OpenROAD 26Q1-2900-gdf79404cd8, Yosys 0.63+post, stock flow scripts
make -C /OpenROAD-flow-scripts/flow DESIGN_CONFIG=/design/flow/config.mk WORK_HOME=/design/flow/orfs finish
==> design/flow/config.mk <==
export PLATFORM = sky130hd
export DESIGN_NAME = pcAdd4Mux
export DESIGN_NICKNAME = pcAdd4Mux
export VERILOG_FILES = /design/flow/design.v
export SDC_FILE = /design/flow/constraint.sdc
export NUM_CORES = 4
export LEC_CHECK = 1
export CORE_UTILIZATION = 30
==> design/flow/constraint.sdc <==
current_design pcAdd4Mux

set clk_period 6.9
set clk_io_pct 0.2

create_clock -name clk0 -period $clk_period

set non_clock_inputs [all_inputs -no_clocks]
set_input_delay [expr $clk_period * $clk_io_pct] -clock clk0 $non_clock_inputs
set_output_delay [expr $clk_period * $clk_io_pct] -clock clk0 [all_outputs]
==> flow_summary_export.csv <==
group,metric,value,unit
critical_path,endpoint_kind,"output port",
clock_network,cts_setup_buffers,0,
critical_path,path_cells,"clkdlybuf4s50_1, nand4_2, or4_4, or4_4, nand2b_4, xnor2_2, clkdlybuf4s50_1",
run,drv_cap,0,
floorplanning,die-area,0.00479,mm2
sta,hold_viol,0,
floorplanning,die_h,69.2,um
synth,largest_area_cell,"xnor2_1",
synth,netlist_instances,204,
global_route,antenna_found_initial,0,
synth,topCellsByArea,"xnor2_1 19%, xor2_1 19%, nand3_1 8.1%",
synth,avgSynthCellArea,6.65,um2
worst_hold_path,hp-class,"input port to output port",
synth,ys_cells,204,
finish,drive_above_1_share,5.85,%
floorplanning,ioPinCount,129,
sta,rsz0062_at_grt,"false",
synth,ys_types,27,
sta,period_needed,5.50,ns
critical_path,setup.worst_path.start,"cur_pc[20]",
detailed_routing,antenna_cells,0,
critical_path,crit_end,"next_pc[47]",
synth,yosysChipArea,0.00136,mm2
sta,report.final.slew_viol_count,0,
detailed_routing,drt_pass1_iterations,4,
critical_path,cp_max_fo,9,
detailed_routing,wl,4790,um
synth,synth_top_area_share,19.4,%
critical_path,crit_arrival,4.12,ns
floorplanning,rows,24,
finish,seq_area,0,um2
critical_path,cp.required,5.52,ns
power,pwr_density_cell,41.5,mW/mm2
finish,layout_top_cell,"clkdlybuf4s50_1",
detailed_routing,antenna_left,0,
floorplanning,coreArea,0.00435,mm2
detailed_routing,drtIter0Drc,52,
run_status,outcome,"finished, final reports clean",
floorplanning,initCoreUtil,31.1,%
global_route,grt_pass1_wl,8120,um
critical_path,crit_family,"simple AND/OR/NAND/NOR gates",
placed_design,hpwl,4130,um
sta,worst_pin_slew,0.554,ns
detailed_routing,route.detailed.drc,0,
critical_path,cp-start-kind,"input port",
sta,fin_tns_setup,0,ns
critical_path,slowest_delay,0.67,ns
floorplanning,chipWidth,69.2,um
detailed_routing,wl_per_cell,12.7,um
placed_design,place_congestion,0.825,
finish,numSequentialCells,0,
sta,setup_viol,0,
global_route,grt-ovfl-total,0,
critical_path,cp.depth,7,
finish,n_clock_buffer,0,
synth,yosys_warnings,1,
global_route,track_usage,20.1,%
finish,areaGrowthSynthToFinish,95.6,%
critical_path,path_class,"input port to output port",
sta,fmax,182,MHz
synth,ys_seq_share,0,%
power,leakage,0.000963,uW
sta,hold-worst-slack,2.76,ns
critical_path,crit_buf_inv,2,
run,warnings,33,
clock_network,cts_resized,0,
placed_design,portBuffers,125,
finish,final_util,60.9,%
finish,lay_top_cells,"125 x clkdlybuf4s50_1, 30 x xnor2_1, 30 x xor2_1",
power,vdd_drop_max,0.0000299,V
sta,slew_headroom,62.9,%
detailed_routing,vias,1868,
critical_path,slowest_stage,"or4_4",
detailed_routing,avgViaCountPerCell,4.95,
global_route,grt_pass1_vias,1774,
sta,timing.final.crit_share,79.7,%
global_route,grt_max_degree,12,
clock_network,cts_hold_buf,0,
synth,synth_area,0.00136,mm2
-- synth_stat cells, drive strengths merged --
cell and count:
buf 3, nor3 15, and2 4, nor4b 1, and3 8, and4 4
ha 1, nor2 26, nor4 2, and3b 1, mux2 1, nand3 23
xor2 30, nand2 24, clkbuf 2, nand2b 1, xnor2 31, nand4b 1
inv 5, nand4 18, or4 3
-- layout make-up --
class / instances / area, um2
inverters: 5 / 18.8
well taps: 52 / 65.1
multi-input cells: 194 / 1310
fillers: 416 / 1700
repair buffers: 126 / 1260
-- worst min-delay path by stage --
| stage | cells past startpoint | end | slack [ns] | from |
|---|---|---|---|---|
| 6_report | 0 | next_pc[0] | 2.76 | cur_pc[0] |
| 5_1_grt | 0 | next_pc[1] | 2.76 | cur_pc[1] |
| 4_1_cts | 0 | next_pc[0] | 2.76 | cur_pc[0] |
-- metal layers --
| layer | up-vias | wire (um) | global-route usage, % |
|---|---|---|---|
| li1 | 962 | - | - |
| met1 | 827 | 2130 | 26.3 |
| met2 | 79 | 2300 | 36.4 |
| met3 | 0 | 361 | 4.13 |
| met4 | 0 | 0 | 0 |
| met5 | - | 0 | 0 |
-- power breakdown --
part | leakage [uW] | switching (uW) | internal [uW]
Sequential | 0 | 0 | 0
Clock | 0 | 0 | 0
Combinational | 0.000963 | 33.1 | 77.0
-- stage by stage --
| step | instances | setup slack, ns | instance area, um2 | total power (uW) |
|---|---|---|---|---|
| after global routing | 377 | 1.23 | 2650 | 120 |
| after floorplan | 204 | 2.52 | 1360 | 20.7 |
| final | 377 | 1.40 | 2650 | 110 |
| after CTS | 377 | 1.40 | 2650 | 111 |
| after detailed placement | 377 | 1.40 | 2650 | 110 |
| after global placement | 377 | 1.41 | 2650 | 111 |
-- cells by family after synthesis --
| family | Yosys count | share of synthesized area, % |
|---|---|---|
| XOR/XNOR | 61 | 39.9 |
| adder cells (fa/ha/maj) | 1 | 0.922 |
| buffers and inverters | 10 | 3.87 |
| multiplexers | 1 | 0.830 |
| AND/OR/NAND/NOR | 131 | 54.4 |
Power is estimated from default activity; no workload was simulated.
