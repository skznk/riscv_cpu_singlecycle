[flow/config.mk]
export PLATFORM = sky130hd
export DESIGN_NAME = alu
export DESIGN_NICKNAME = alu
export VERILOG_FILES = /design/flow/design.v
export SDC_FILE = /design/flow/constraint.sdc
export NUM_CORES = 4
export LEC_CHECK = 1
export CORE_UTILIZATION = 30
[flow/constraint.sdc]
current_design alu

set clk_period 26.8
set clk_io_pct 0.2

create_clock -name clk0 -period $clk_period

set non_clock_inputs [all_inputs -no_clocks]
set_input_delay [expr $clk_period * $clk_io_pct] -clock clk0 $non_clock_inputs
set_output_delay [expr $clk_period * $clk_io_pct] -clock clk0 [all_outputs]
[flow/design.v]
module alu(input signed [63:0]a, input signed [63:0]b, input [9:0]alu_op, output reg [63:0]alu_result);
localparam ALU_AND = 10'd7;
localparam ALU_OR = 10'd6;
localparam ALU_XOR = 10'd4;
localparam ALU_ADD = 10'd0;
localparam ALU_SUB = 10'd256;
localparam ALU_SLT = 10'd2;
localparam ALU_SLTU = 10'd3;
localparam ALU_SLL = 10'd1;
localparam ALU_SRL = 10'd5;
localparam ALU_SRA = 10'd261;
localparam ALU_ELSE = 10'd10;
wire signed [63:0]add;   
wire signed [63:0]sub;   
reg addEN = 0;  
KoggeStone aluKOGGADD(a,b,add);
KoggeStone aluKOGGSUB(a,(~b+1),sub);
always@(*) begin    
    case (alu_op)
        ALU_AND:
        alu_result = a & b;
        ALU_OR:
        alu_result = a | b;
        ALU_XOR:
        alu_result = a ^ b;
        ALU_ADD: begin
        addEN = 1;
        alu_result = add;
        end
        ALU_SUB: begin
        addEN = 1;
        alu_result = sub;
        end
        ALU_SLT:
        alu_result = ($signed(a)<$signed(b)) ? 1:0;
        ALU_SLTU:
        alu_result = (a<b) ? 1:0;
        ALU_SLL:
        alu_result = a<<b;
        ALU_SRL:
        alu_result = a>>b;
        ALU_SRA:
        alu_result = a>>>b;
        default: 
        alu_result = 0;
    endcase
end
endmodule
module Amux(input [63:0]pc, input [63:0]rs1, input a_sel, output [63:0]out1);  
assign out1 = (a_sel) ? pc:rs1;
endmodule
module Bmux(input [63:0]rs2, input [63:0]imm, input b_sel, output [63:0]out1);  
assign out1 = (b_sel) ? rs2:imm;
endmodule
module brCMP(input [63:0]rs1, input [2:0]br_cond, input [63:0]rs2, output br_taken);  
localparam BR_EQ = 3'd0;
localparam BR_NEQ = 3'd1;
localparam BR_LT = 3'd4;
localparam BR_GE = 3'd5;
localparam BR_LTU = 3'd6;
localparam BR_GEU = 3'd7;
reg take; 
reg [63:0] inrs1;
reg [63:0] inrs2;
always@(*) begin  
    case (br_cond) 
    BR_EQ:
    take = (rs1==rs2) ? 1:0;
    BR_NEQ: 
    take = (rs1==rs2) ? 0:1;
    BR_LT: 
    take = ($signed(rs1) < $signed(rs2));
    BR_GE: 
    take = ($signed(rs1) >= $signed(rs2));
    BR_LTU: 
    take = (rs1<rs2) ? 1:0;
    BR_GEU:
    take = (rs1>=rs2) ? 1:0;
    default:
    take = 0;
    endcase 
end
assign br_taken = take;  
endmodule 
module KoggeStone(input [63:0]a, input [63:0] b, output [63:0]fin);  
wire [63:0]p,g;
wire [63:0]p1,g1;
wire [63:0]p2,g2;
wire [63:0]p3,g3;
wire [63:0]p4,g4;
wire [63:0]p5,g5;
wire [63:0]p6,g6;
genvar i;
generate
for(i = 0; i<64; i=i+1) begin     
assign g[i] = a[i]&b[i];
assign p[i] = a[i]^b[i];
end
endgenerate
   assign p1[0] = p[0];
   assign g1[0] = g[0];
generate
   for(i = 1; i<64; i = i+1) begin   
    assign p1[i] = p[i] & p[i-1];
    assign g1[i] = (p[i] & g[i-1]) | g[i];
   end                                        
endgenerate
        generate
            for(i = 0; i<2; i = i+1) begin   
                assign p2[i] = p1[i];
                assign g2[i] = g1[i];
             end   
        endgenerate
        generate
            for(i = 2; i<64; i = i+1)begin   
            assign p2[i] = p1[i] & p1[i-2];
            assign g2[i] = (p1[i] & g1[i-2]) | g1[i];
            end              
        endgenerate
            generate
                for(i = 0; i<4; i = i+1)begin   
                        assign p3[i] = p2[i];
                        assign g3[i] = g2[i];
                    end   
            endgenerate
            generate
                for(i = 4; i<64; i = i+1)begin   
                    assign p3[i] = p2[i] & p2[i-4];
                    assign g3[i] = (p2[i] & g2[i-4]) | g2[i];
                    end              
            endgenerate
                generate
                    for(i = 0; i<8; i = i+1)begin   
                        assign p4[i] = p3[i];
                        assign g4[i] = g3[i];
                    end    
                endgenerate
                generate
                    for(i = 8; i<64; i = i+1)begin   
                        assign p4[i] = p3[i] & p3[i-8];
                        assign g4[i] = (p3[i] & g3[i-8]) | g3[i];
                        end              
                endgenerate
                    generate
                        for(i = 0; i<16; i = i+1)begin   
                            assign p5[i] = p4[i];
                            assign g5[i] = g4[i];
                        end    
                    endgenerate
                    generate
                        for(i = 16; i<64; i = i+1)begin   
                            assign p5[i] = p4[i] & p4[i-16];
                            assign g5[i] = (p4[i] & g4[i-16]) | g4[i];
                            end              
                    endgenerate
                        generate
                            for(i = 0; i<32; i = i+1)begin   
                                    assign p6[i] = p5[i];
                                    assign g6[i] = g5[i];
                                end    
                        endgenerate
                        generate
                            for(i = 32; i<64; i = i+1)begin   
                                assign p6[i] = p5[i] & p5[i-32];
                                assign g6[i] = (p5[i] & g5[i-32]) | g5[i];
                                end              
                        endgenerate
assign fin[0] = p[0];
generate                   
for(i = 1; i<64; i = i+1)begin
assign fin[i] = p[i] ^ g6[i-1];
end
endgenerate
endmodule
[flow/run.sh]
#!/bin/bash
# OpenROAD 26Q1-2900-gdf79404cd8, Yosys 0.63+post, stock flow scripts
make -C /OpenROAD-flow-scripts/flow DESIGN_CONFIG=/design/flow/config.mk WORK_HOME=/design/flow/orfs finish
==> flow_summary.ini <==
; implementation run metrics
[pwr]
intPower_mw = 0.1852
power_density_nw_per_um2 = 21.05
leakagePower_nw = 10.63
p_sw_share_pct = 67.17
vdd_drop_max_mv = 0.009920
switching_power_mw = 0.3789

[cells_and_area]
register_area_um2 = 0
drive_gt1_share_pct = 8.363
n_sequential_cell = 0
syn_to_final_growth_pct = 14.52
stdcell_area_um2 = 26790
most-common-layout-cells = nor2_1, a21oi_1, nand2_1
clkbuf_count = 0
layout_top_cell = nor2_1
fill_cells = 8580

[floorplan]
initial_core_util_pct = 30.25
die_w_um = 281.3
design.die.area_um2 = 79110
ios = 202
die_y_um = 281.3
coreArea_um2 = 77340
rows = 102

[drt]
dr.pass1.iters = 9
vias_per_cell = 6.506
drt_iter0_markers = 4052
drc_errors = 0
dr_total_vias = 30626
wirelength_mm = 164.3
ant_nets = 0
wl_per_cell_um = 34.91

[placed_design]
place_area_um2 = 26770
dp_slack_ps = 8383
gp_congestion = 1.155
buffer_ports.inserted = 202
hpwl_mm = 134.5

[clock_tree]
cts_hold_buf = 0
post-cts-setup-buffers = 0
cts_resized = 0

[flow_run]
warnings = 160
cap_violations = 0

[final_timing]
final_max_slew_viol_count = 0
fin_crit_sh_pct = 69.16
worstMarginPinSlew_ps = 1114
tns_ps = 0
relSlewSlack_pct = 24.80
setup_slack_ps = 8266
fin_crit_ps = 18530
rsz0062_at_grt = false
setup_violations = 0
finalHoldViolations = 0
fmax_mhz = 53.96

[setup_path]
cp_data_arrival_time_ps = 13170
cp.required_ps = 21440
path_class = primary input to output port
critPathMaxFanout = 32
cp-end-kind = output port
start_kind = primary input

[global_routing]
grt_usage_pct = 41.31
antenna_found_initial = 13
overflow = 0
grt_max_degree = 74
grt_pass1_vias = 27849
grt_pass1_wl_mm = 224.0

[min_path]
hold_depth = 6
holdCritPathClass = primary input to output port
holdCritStartpoint = b[0]
worstHoldEndpoint = alu_result[2]

[synth]
yosys_cells = 3595
syn_avg_cell_area_um2 = 6.508
synth.yosys.seq_area_share_pct = 0
ys_types = 83
yosysWarnings = 1
synthCells = 3595
synth_chip_area_um2 = 23400
syn_area_um2 = 23400

[outcome]
run_status = finished, final reports clean
==> cell type report <==
type	count	area (um2)	share of cell area [%]
Multi-Input combinational cell	3121	21630	80.72
Timing Repair Buffer	354	3151	11.76
Tap cell	1040	1301	4.857
Inverter	184	694.4	2.592
Antenna cell	8	20.02	0.07472
==> worst max path at each step <==
stage | start | endpoint | slack [ps] | cells after the start
CTS | b[5] | alu_result[61] | 8350 | 26
global route | b[5] | alu_result[61] | 7970 | 26
finish | b[5] | alu_result[61] | 8270 | 20
==> worst max-delay path: stages <==
cell             delay (ps)
clkdlybuf4s50_1         390
buf_4                   280
nor3_2                  630
nand4_1                 250
or3_1                   440
nor3_1                  590
nor4b_2                 420
nand4_1                 340
nor3_1                  500
nand2_1                 260
nor2_1                  510
nand2_1                 130
xnor2_1                 170
ha_1                    490
nand4_1                 360
or3_1                   510
nor4_1                  540
mux2i_1                 270
a221o_1                 220
clkdlybuf4s50_1         480
==> cells in the mapped netlist (15+ instances only) <==
master | count | area [um2]
a21oi_1 | 347 | 1737
a222oi_1 | 19 | 190.2
mux2i_1 | 136 | 1361
nand4_1 | 50 | 312.8
o21bai_1 | 34 | 255.2
buf_1 | 46 | 172.7
and2_1 | 22 | 137.6
mux4_2 | 80 | 1802
or3_1 | 30 | 187.7
a211o_1 | 33 | 289.0
xor2_1 | 39 | 341.6
clkbuf_1 | 228 | 855.8
a221oi_1 | 39 | 341.6
mux2_2 | 20 | 225.2
xnor2_1 | 129 | 1130
a221o_1 | 18 | 180.2
ha_1 | 255 | 3191
o21ai_0 | 329 | 1647
buf_2 | 16 | 80.08
a31oi_1 | 41 | 256.5
nor2_1 | 449 | 1685
inv_1 | 178 | 668.1
o22ai_1 | 21 | 131.4
o211ai_1 | 36 | 270.3
nor3_1 | 104 | 520.5
nor4_1 | 31 | 193.9
nand3_1 | 70 | 350.3
and3_1 | 26 | 162.7
nand2b_1 | 32 | 200.2
o221ai_1 | 46 | 402.9
nand2_1 | 332 | 1246
o31ai_1 | 15 | 112.6
a211oi_1 | 62 | 465.5
a21o_1 | 72 | 540.5
a22oi_1 | 20 | 150.1
==> stage by stage <==
| step | utilization [%] | hold WS [ps] | instances | power [mW] |
|---|---|---|---|---|
| 2_1_floorplan | - | 10820 | 3595 | 0.3167 |
| 3_3_place_gp | 34.62 | 12050 | 4699 | 0.5410 |
| 3_5_place_dp | 34.62 | 12040 | 4699 | 0.5385 |
| 4_1_cts | 34.62 | 12050 | 4699 | 0.5412 |
| 5_1_grt | 34.62 | 12100 | 4700 | 0.5899 |
| 6_report | 34.64 | 12060 | 4707 | 0.5640 |
==> per-layer routing <==
metal,track usage [%],vias up,part of all wire [%]
li1,-,13476,-
met1,59.36,14969,43
met2,58.66,1911,41
met3,13.47,262,13
met4,11.52,8,3.4
met5,1.313,-,0.11
==> cell families after synthesis <==
group,synth area share (%)
AND-OR/OR-AND,34.33
XOR/XNOR,6.289
adder cells (fa/ha/maj),13.81
buffers and inverters,7.690
multiplexers,14.48
AND/OR/NAND/NOR,23.40
Power figures rest on the tool's default switching activity, not on a simulated workload.
